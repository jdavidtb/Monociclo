[flow/constraint.sdc]
current_design pc

set clk_period 1.0
set clk_io_pct 0.2

create_clock -name clk0 -period $clk_period [get_ports {clk}]

set non_clock_inputs [all_inputs -no_clocks]
set_input_delay [expr $clk_period * $clk_io_pct] -clock clk0 $non_clock_inputs
set_output_delay [expr $clk_period * $clk_io_pct] -clock clk0 [all_outputs]
[flow/run.sh]
#!/bin/bash
# OpenROAD 26Q1-2900-gdf79404cd8, Yosys 0.63+post, stock flow scripts
make -C /OpenROAD-flow-scripts/flow DESIGN_CONFIG=/design/flow/config.mk WORK_HOME=/design/flow/orfs finish
[flow/design.v]
module pc(
    input wire clk,
    input wire reset, 
    input wire [31:0] pc_in, 
    output reg [31:0] pc_out 
);
    always @(posedge clk) begin
        if (reset) begin
            pc_out <= 0;
        end else begin
            pc_out <= pc_in;
        end
    end
endmodule
[flow/config.mk]
export PLATFORM = sky130hd
export DESIGN_NAME = pc
export DESIGN_NICKNAME = pc
export VERILOG_FILES = /design/flow/design.v
export SDC_FILE = /design/flow/constraint.sdc
export NUM_CORES = 4
export LEC_CHECK = 1
export CORE_AREA = 10 10 90 90
export DIE_AREA = 0 0 100 100
==> qor.csv <==
stage,metric,value,unit
critical_path,peak per-stage delay on the critical path,310,ps
synthesis,Yosys warning total,1,
route,1st-iter DRT viols,2,
synthesis,ys flops,32,
route,drt pass-1 iters,2,
timing,setup repair after global routing missed its margin,no,
clocking,hold buffers post-CTS,0,
job,MaxCap Viol Count,0,
floorplan,floorplan-stage core utilization,13.75,%
route,Antenna diodes,0,
job,number of OpenROAD warnings,25,
timing,final-report max-slew violation count,0,
floorplan,I/O pin cnt,66,
critical_path,start-to-end type of the worst setup path,reg2out,
critical_path,gate family responsible for the most delay along the worst path,flip-flops,
run_status,result of the run,completed,
cells_and_area,share of layout cells above drive strength 1,16.67,%
critical_path,series of cell instances along the critical path,clkdlybuf4s15_1,
critical_path,crit end category,output pin,
synthesis,Yosys Instances,67,
power,Final Total Pwr,2637,uW
placement,instance area after placement,0.001608,sq mm
global_routing,maximum number of pins on one net before global-route repair,33,
global_routing,Tot GR Track Use,4.867,%
critical_path,Critical Path Source Type,flop,
power,areal power density over the cells,1581,mW/mm^2
min_path,class of the most critical hold timing path,in2reg,
floorplan,core area,0.006277,sq mm
cells_and_area,largest register by flop count,pc_out,
timing,share of the clock period used by the worst path,96.06,%
global_routing,"Remaining Overflow, GRT",0,
route,antenna-violating nets left,0,
global_routing,via count of the first global-routing pass,729,
floorplan,FP Rows,29,
clocking,clock slew at reported path FFs,60,ps
cells_and_area,Area Overhead vs Synth,93.19,%
cells_and_area,top logic cells by instance count in the layout,"sky130_fd_sc_hd__clkdlybuf4s50_1 (33), sky130_fd_sc_hd__nor2b_1 (32), sky130_fd_sc_hd__clkdlybuf4s15_1 (24), sky130_fd_sc_hd__dfxtp_1 (24), sky130_fd_sc_hd__dfxtp_2 (8)",
route,total DRC errors in the routed layout,0,
critical_path,worst path bufs/invs,1,
timing,total count of hold-check failures in the final report,0,
critical_path,Critical Path RT,800,ps
clocking,cell at the root of the clock tree,sky130_fd_sc_hd__clkbuf_8,
floorplan,die outline area,0.01000,sq mm
critical_path,signal arrival time at the worst endpoint,760,ps
timing,worst hold-check slack,464.9,ps
timing,Least-Margin Pin Slew,145.2,ps
synthesis,per-instance average area after synthesis,12.89,sq um
clocking,Max Root-Sink Buffers,2,
cells_and_area,final design instance area without fill,0.001668,sq mm
global_routing,number of antenna violations at the first check in global routing,0,
critical_path,maximum fanout count along the critical path,1,
placement,routability-driven placement congestion ratio,0.6501,
placement,half-perimeter wire length after placement,2021,microns
timing,maximum clock frequency,1.041,GHz
min_path,depth of the worst hold-timing path,2,
placement,quantity of I/O buffers inserted on ports,65,
synthesis,"Chip Area, Yosys",863.3,sq um
power,Lkg Pwr,0.0006685,uW
synthesis,synth unique cells,3,
critical_path,number of cells on the critical path,1,
clocking,CTS HTree Levels,2,
critical_path,library cell contributing the largest single delay on the critical path,sky130_fd_sc_hd__dfxtp_1,
route,number of vias per cell,3.098,
synthesis,summed instance area of the synthesized netlist,863.3,sq um
route,routed via count,666,
timing,count of endpoints failing setup in the final report,0,
cells_and_area,number of flip-flops under the largest register name,32,
route,average wire length per cell after detail routing,11.78,microns
synthesis,number of standard cells after synthesis,67,
global_routing,wire length of the first global-routing pass,3919,microns
power,Max rail drop VDD,0.0005768,V
route,routed wire length,2532,microns
floorplan,DIE WIDTH,100,microns
timing,minimum period implied by the final worst setup slack,960.6,ps
clocking,TritonCTS clock tree,yes,
cells_and_area,registers with the most flip-flops,pc_out x32,
cells_and_area,Commonest Layout Cell,sky130_fd_sc_hd__clkdlybuf4s50_1,
clocking,post-CTS setup repair buffer count,0,
timing,worst rel slew slack,90.32,%
clocking,Inserted Clock Buffers,5,
synthesis,portion of the post-synthesis area used by sequential elements,74.20,%
floorplan,die outline height,100,microns
clocking,Clock Sink Count,32,
## layout make-up
cell class | count | area (sq um)
timing repair buffer | 66 | 630.6
fill | 663 | 4609
sequential | 32 | 650.6
multi-input combinational | 32 | 200.2
tap | 77 | 96.34
clock buffer | 8 | 90.09
## report_power, final
group / total (uW) / internal (uW) / switching (uW)
registers: 1360 / 1350 / 15.6
clock network: 1000 / 561 / 439
logic: 275 / 217 / 57.5
## metrics by stage
stage	cells	util, %	setup TNS (ps)	setup WS, ps
2_1_floorplan	67	-	0	508.9
3_3_place_gp	207	25.61	-2687	-91.29
3_5_place_dp	207	25.61	-2943	-104.0
4_1_cts	215	26.87	0	6.971
5_1_grt	215	26.57	0	0.02365
6_report	215	26.57	0	39.36
## path summary, 6_finish.rpt
check  slack (ps)       start          to
min           460   pc_in[17]  pc_out[17]
max            40  pc_out[16]  pc_out[16]
## layer usage
metal | vias up | track usage (%) | wire length, microns
met5 | - | 0 | 0
met4 | 0 | 0.9783 | 31
met3 | 5 | 2.984 | 304
met2 | 36 | 7.765 | 1213
met1 | 288 | 5.485 | 983
li1 | 337 | - | -
## cell usage after synthesis (all sizes together)
| library cell | n | area [sq um] |
|---|---|---|
| nor2b | 32 | 200.2 |
| buf | 3 | 22.52 |
| dfxtp | 32 | 640.6 |
## logic make-up after synthesis
group,share of synthesized area (%)
flops,74.20
buf+inv,2.609
simple gates,23.19
## timing repair
action / in CTS / in global routing
gates cloned: 0 / 0
endpoints found under the setup margin: 32 / 8
resized: 73 / 10
Power is estimated from default activity; no workload was simulated.
